<file path="./run.sh">
#!/bin/bash
# OpenROAD 26Q1-2900-gdf79404cd8, Yosys 0.63+post, stock flow scripts
make -C /OpenROAD-flow-scripts/flow DESIGN_CONFIG=/design/flow/config.mk WORK_HOME=/design/flow/orfs finish
</file>
<file path="./config.mk">
export PLATFORM = sky130hd
export DESIGN_NAME = spiPhy
export DESIGN_NICKNAME = spiPhy
export VERILOG_FILES = /design/flow/design.v
export SDC_FILE = /design/flow/constraint.sdc
export NUM_CORES = 4
export LEC_CHECK = 1
export CORE_UTILIZATION = 40
</file>
<file path="./constraint.sdc">
current_design spiPhy

set clk_period 1.1
set clk_io_pct 0.2

create_clock -name clk0 -period $clk_period [get_ports {clk}]

set non_clock_inputs [all_inputs -no_clocks]
set_input_delay [expr $clk_period * $clk_io_pct] -clock clk0 $non_clock_inputs
set_output_delay [expr $clk_period * $clk_io_pct] -clock clk0 [all_outputs]
</file>
<file path="./design.v">
module toHex(
    input wire clk,
    input wire [3:0] value,
    output reg [7:0] hexChar = "0"
);
    always @(posedge clk) begin
        case (value)
            4'd0: hexChar <= "0"; 
            4'd1: hexChar <= "1"; 
            4'd2: hexChar <= "2"; 
            4'd3: hexChar <= "3"; 
            4'd4: hexChar <= "4"; 
            4'd5: hexChar <= "5"; 
            4'd6: hexChar <= "6"; 
            4'd7: hexChar <= "7"; 
            4'd8: hexChar <= "8"; 
            4'd9: hexChar <= "9"; 
            4'd10: hexChar <= "A"; 
            4'd11: hexChar <= "B"; 
            4'd12: hexChar <= "C"; 
            4'd13: hexChar <= "D"; 
            4'd14: hexChar <= "E"; 
            4'd15: hexChar <= "F"; 
        endcase
    end
endmodule
module spiPhy(
    input wire clk,
    output reg sdClk = 0,
    output reg sdMosi = 1,
    input wire sdMiso,
    output reg sdCs = 1,
    input wire readWrite,
    output reg [7:0] dataOut = 0,
    output reg [7:0] dataIn = 0,
    input wire start,
    output reg ready = 1
);
localparam STATE_IDLE = 0;
localparam STATE_RESET_CMD = 1;
localparam STATE_SEND_BYTES = 2;
localparam STATE_SEND_BYTES_DATA = 3;
localparam STATE_WAIT_FOR_RECV = 4;
localparam STATE_READ_DATA = 5;
localparam STATE_INIT_CMD = 6;
localparam STATE_CHECK_VERSION = 7;
localparam STATE_APP_COMMAND = 8;
localparam STATE_SEND_SD_START = 9;
localparam STATE_CHECK_INIT = 10;
localparam STATE_SEND_READ_BLOCK = 11;
localparam STATE_CHECK_READ_RESP = 12;
localparam STATE_WAIT_FOR_DATABLOCK = 13;
localparam STATE_READ_BLOCK = 14;
localparam STATE_DATA_READY = 15;
localparam STATE_ERROR = 16;
reg highSpeed = 0;
reg [7:0] counter = 0;
reg [3:0] state = 0;
reg [7:0] divideCounter = 0;
reg opClk = 0;
reg [47:0] bytesToSend = 0;
reg [5:0] bitsToSend = 0;
reg [39:0] bytesReceived = 0;
reg [7:0] bitsToReceive = 0;
always @(posedge clk) begin
    if (divideCounter == highSpeed ? 8'd8 : 8'd68) begin
        divideCounter <= 0;
        opClk <= ~opClk;
    end
    else
        divideCounter <= divideCounter + 8'd1;
end
always @(posedge opClk) begin
    case (state)
        STATE_IDLE: begin
            sdCs <= 1;
            sdMosi <= 1;
            sdClk <= ~sdClk;
            if (counter == 8'd150) begin
                if (start) begin
                    counter <= 0;
                    state <= STATE_RESET_CMD;
                    ready <= 0;
                end
            end
            else begin
                counter <= counter + 8'd1;
            end
        end
        STATE_SEND_BYTES: begin
            if (counter >= 8'd16 && sdClk == 0) begin
                sdCs <= 0;
                counter <= 0;
                state <= STATE_SEND_BYTES_DATA;
            end
            else begin
                sdCs <= 1;
                sdMosi <= 1;
                sdClk <= counter[0];
                counter <= counter + 8'd1;
            end
        end
        STATE_SEND_BYTES_DATA: begin
            if (sdClk == 0) begin
                sdMosi <= bytesToSend[47];
                sdClk <= 1;
                bytesToSend <= {bytesToSend[46:0], 1'b0};
            end
            else begin
                sdClk <= 0;
                bitsToSend <= bitsToSend - 6'd1;
                if (bitsToSend == 6'd1) begin
                    state <= STATE_WAIT_FOR_RECV;
                    counter <= 0;
                end
            end
        end
        STATE_WAIT_FOR_RECV: begin
            sdMosi <= 1;
            counter <= counter + 8'd1;
            if (counter[6]) begin
                state <= errorReturnState;
            end
            else 
            if (sdMiso == 0 && sdClk == 0) begin
                state <= STATE_READ_DATA;
                counter <= 8'd0;
            end else begin
                sdClk <= ~sdClk;
            end
        end
        STATE_READ_DATA: begin
            if (sdClk == 0) begin 
                sdClk <= 1;
            end
            else begin
                bytesReceived <= {bytesReceived[38:0], sdMiso};
                sdClk <= 0;
                bitsToReceive <= bitsToReceive - 8'd1;
                if (bitsToReceive == 8'd1) begin
                    state <= returnState;
                end
            end
        end
    endcase
end
endmodule
module sdcard(
    input wire clk,
    output reg sdClk = 0,
    output reg sdMosi = 1,
    input wire sdMiso,
    output reg sdCs = 1,
    input wire [4:0] charAddress,
    output reg [7:0] charOutput = "S",
    input wire btn1,
    input wire btn2
);
localparam STATE_INIT = 0;
localparam STATE_RESET_CMD = 1;
localparam STATE_SEND_BYTES = 2;
localparam STATE_SEND_BYTES_DATA = 3;
localparam STATE_WAIT_FOR_RECV = 4;
localparam STATE_READ_DATA = 5;
localparam STATE_INIT_CMD = 6;
localparam STATE_CHECK_VERSION = 7;
localparam STATE_APP_COMMAND = 8;
localparam STATE_SEND_SD_START = 9;
localparam STATE_CHECK_INIT = 10;
localparam STATE_SEND_READ_BLOCK = 11;
localparam STATE_CHECK_READ_RESP = 12;
localparam STATE_WAIT_FOR_DATABLOCK = 13;
localparam STATE_READ_BLOCK = 14;
localparam STATE_DATA_READY = 15;
localparam STATE_ERROR = 16;
reg [5:0] state = 0;
reg [5:0] returnState = 0;
reg [5:0] errorReturnState = STATE_ERROR;
reg [47:0] bytesToSend = 0;
reg [5:0] bitsToSend = 0;
reg [39:0] bytesReceived = 0;
reg [7:0] bitsToReceive = 0;
reg [7:0] counter = 0;
reg [6:0] byteNumber = 0;
reg [6:0] addressStepper = 0;
reg [31:0] memory1[127:0]; 
integer  i;
initial begin
    for (i = 0; i < 128; i = i + 1) begin
        memory1[i] = 32'd0;
    end
end
always @(posedge clk) begin
    if (~btn1) begin
        state <= STATE_INIT;
        counter <= 0;
    end else begin
        case (state)
            STATE_INIT: begin
                sdCs <= 1;
                sdMosi <= 1;
                errorReturnState <= STATE_ERROR;
                sdClk <= ~sdClk;
                if (counter == 8'hFF) begin
                    counter <= 0;
                    state <= STATE_RESET_CMD;
                end
                else begin
                    counter <= counter + 8'd1;
                end
            end 
            STATE_RESET_CMD: begin
                bytesToSend <= {
                    8'h40,  
                    32'h00000000,  
                    8'h95   
                };
                bitsToSend <= 6'd48;
                state <= STATE_SEND_BYTES;
                sdClk <= 0;
                counter <= 0;
                returnState <= STATE_INIT_CMD;
                bitsToReceive <= 8'd8;
            end
            STATE_SEND_BYTES: begin
                if (counter >= 8'd16 && sdClk == 0) begin
                    sdCs <= 0;
                    counter <= 0;
                    state <= STATE_SEND_BYTES_DATA;
                end
                else begin
                    sdCs <= 1;
                    sdMosi <= 1;
                    sdClk <= counter[0];
                    counter <= counter + 8'd1;
                end
            end
            STATE_SEND_BYTES_DATA: begin
                if (sdClk == 0) begin
                    sdMosi <= bytesToSend[47];
                    sdClk <= 1;
                    bytesToSend <= {bytesToSend[46:0], 1'b0};
                end
                else begin
                    sdClk <= 0;
                    bitsToSend <= bitsToSend - 6'd1;
                    if (bitsToSend == 6'd1) begin
                        state <= STATE_WAIT_FOR_RECV;
                        counter <= 0;
                    end
                end
            end
            STATE_WAIT_FOR_RECV: begin
                sdMosi <= 1;
                counter <= counter + 8'd1;
                if (counter[6]) begin
                    state <= errorReturnState;
                end
                else 
                if (sdMiso == 0 && sdClk == 0) begin
                    state <= STATE_READ_DATA;
                    counter <= 8'd0;
                end else begin
                    sdClk <= ~sdClk;
                end
            end
            STATE_READ_DATA: begin
                if (sdClk == 0) begin 
                    sdClk <= 1;
                end
                else begin
                    bytesReceived <= {bytesReceived[38:0], sdMiso};
                    sdClk <= 0;
                    bitsToReceive <= bitsToReceive - 8'd1;
                    if (bitsToReceive == 8'd1) begin
                        state <= returnState;
                    end
                end
            end
            STATE_INIT_CMD: begin
                counter <= 0;
                if (bytesReceived[7:0] == 8'd1) begin
                    bytesToSend <= {
                        8'h48,  
                        20'h00000,  
                        4'b0001,  
                        8'b10101010,  
                        8'h87   
                    };
                    bitsToSend <= 6'd48;
                    state <= STATE_SEND_BYTES;
                    sdClk <= 0;
                    returnState <= STATE_CHECK_VERSION;
                    bitsToReceive <= 8'd40;
                end
                else begin
                    state <= STATE_INIT;
                end
            end
            STATE_CHECK_VERSION: begin
                if (bytesReceived[39:32] == 8'd1) begin
                    state <= STATE_APP_COMMAND;
                end
            end
            STATE_APP_COMMAND: begin
                bytesToSend <= {
                    8'h77,  
                    32'h00000000,  
                    8'h01   
                };
                bitsToSend <= 6'd48;
                state <= STATE_SEND_BYTES;
                sdClk <= 0;
                returnState <= STATE_SEND_SD_START;
                bitsToReceive <= 8'd8;
            end
            STATE_SEND_SD_START: begin
                if (bytesReceived[7:0] == 8'd1) begin
                    bytesToSend <= {
                        8'h69,  
                        32'h40000000,  
                        8'h01   
                    };
                    bitsToSend <= 6'd48;
                    state <= STATE_SEND_BYTES;
                    sdClk <= 0;
                    returnState <= STATE_CHECK_INIT;
                    bitsToReceive <= 8'd8;
                end
            end
            STATE_CHECK_INIT: begin
                if (bytesReceived[7:0] == 8'd0) begin
                    state <= STATE_SEND_READ_BLOCK;
                end
                else if (bytesReceived[7:0] == 8'd1) begin
                    state <= STATE_APP_COMMAND;
                end
            end
            STATE_SEND_READ_BLOCK: begin
                bytesToSend <= {
                    8'h51,  
                    32'h00000000,  
                    8'h01   
                };
                bitsToSend <= 6'd48;
                state <= STATE_SEND_BYTES;
                sdClk <= 0;
                returnState <= STATE_CHECK_READ_RESP;
                bitsToReceive <= 8'd8;
                byteNumber <= 0;
            end 
            STATE_CHECK_READ_RESP: begin
                if (bytesReceived[7:0] == 8'd0) begin
                    state <= STATE_WAIT_FOR_DATABLOCK;
                end
            end
            STATE_WAIT_FOR_DATABLOCK: begin
                state <= STATE_READ_DATA;
                if (bytesReceived[7:0] == 8'b11111110) begin
                    returnState <= STATE_READ_BLOCK;
                    byteNumber <= 0;
                    bitsToReceive <= 8'd32;
                end else begin
                    returnState <= STATE_WAIT_FOR_DATABLOCK;
                    bitsToReceive <= 8'd8;
                end
            end
            STATE_READ_BLOCK: begin
                memory1[byteNumber] <= bytesReceived[31:0];
                if (byteNumber == 7'd127) begin
                    returnState <= STATE_DATA_READY;
                    bitsToReceive <= 8'd16;
                    state <= STATE_READ_DATA;
                end
                else begin
                    returnState <= STATE_READ_BLOCK;
                    byteNumber <= byteNumber + 7'd1;
                    bitsToReceive <= 8'd32;
                    state <= STATE_READ_DATA;
                end
            end
            STATE_DATA_READY: begin
                byteNumber <= 0;
            end
        endcase   
    end 
end
reg [7:0] byteToShow = 0;
reg lastBtnPress = 0;
wire [7:0] char2;
reg [31:0] dataBuffer = 0;
toHex t2(clk, charAddress[0] ? byteToShow[3:0] : byteToShow[7:4], char2);
always @(posedge clk) begin
    if (~btn2 && lastBtnPress) begin
        addressStepper <= addressStepper + 7'd1;
    end
    lastBtnPress <= btn2;
    if (state == STATE_ERROR) begin
        case (charAddress[3:0])
            4'd0: charOutput <= "S";
            4'd1: charOutput <= "D";
            4'd3: charOutput <= "E";
            4'd4: charOutput <= "R";
            4'd5: charOutput <= "R";
            4'd6: charOutput <= "O";
            4'd7: charOutput <= "R";
            default: charOutput <= " ";
        endcase
    end
    else if (state == STATE_DATA_READY) begin
        dataBuffer <= memory1[addressStepper[6:0]];
        if (charAddress[4]) begin
            case (charAddress[3:0])
                4'd0: charOutput <= "b";
                4'd1: charOutput <= addressStepper[6] ? "1" : "0";
                4'd2: charOutput <= addressStepper[5] ? "1" : "0";
                4'd3: charOutput <= addressStepper[4] ? "1" : "0";
                4'd4: charOutput <= addressStepper[3] ? "1" : "0";
                4'd5: charOutput <= addressStepper[2] ? "1" : "0";
                4'd6: charOutput <= addressStepper[1] ? "1" : "0";
                4'd7: charOutput <= addressStepper[0] ? "1" : "0";
                default: charOutput <= " ";
            endcase
        end else begin
            case (charAddress[3:0])
                4'd0: charOutput <= ~btn2 ? "B" : "D";
                4'd1: charOutput <= "a";
                4'd2: charOutput <= "t";
                4'd3: charOutput <= "a";
                4'd4: charOutput <= ":";
                4'd5: charOutput <= " ";
                4'd6,
                4'd7: begin
                    byteToShow <= dataBuffer[24+:8];
                    charOutput <= char2;
                end
                4'd8,
                4'd9: begin
                    byteToShow <= dataBuffer[16+:8];
                    charOutput <= char2;
                end
                4'd10,
                4'd11: begin
                    byteToShow <= dataBuffer[8+:8];
                    charOutput <= char2;
                end
                4'd12,
                4'd13: begin
                    byteToShow <= dataBuffer[0+:8];
                    charOutput <= char2;
                end
                default: charOutput <= " ";
            endcase
        end
    end
    else begin
        case (charAddress[3:0])
            4'd0: charOutput <= "S";
            4'd1: charOutput <= state[5] ? "1" : "0";
            4'd2: charOutput <= state[4] ? "1" : "0";
            4'd3: charOutput <= state[3] ? "1" : "0";
            4'd4: charOutput <= state[2] ? "1" : "0";
            4'd5: charOutput <= state[1] ? "1" : "0";
            4'd6: charOutput <= state[0] ? "1" : "0";
            default: charOutput <= " ";
        endcase
    end
end
endmodule
</file>
==> results.py <==
# Auto-generated metrics
metrics = {
    "detailed_routing": {
        "antenna_violating_nets_remaining": 0,
        "drt-pass1-iter-count": 4,
        "vias_per_cell": 4.88,
        "totalWireLength_um": 2480,
        "total_number_of_vias": 1044,
        "drc": 0,
        "detail_route.wl_per_cell_um": 11.6,
        "detailedRoute.firstIterationViolations": 83,
        "antenna_cells_inserted": 0,
    },
    "sta": {
        "timing.fmax_ghz": 2.22,
        "whs_ps": 362,
        "post-route-period-util_pct": 41.0,
        "final_setup_vio_count": 0,
        "relSlewSlack_pct": 49.0,
        "count_of_endpoints_without_a_timing_constraint": 61,
        "finalCriticalPeriod_ps": 451,
        "final_hold_viol_count": 0,
        "unclocked_pins": 29,
        "final.setup.tns_ps": 0,
        "fin_worst_skew_ps": 0,
        "rsz0062_at_grt": "false",
        "worst_pin_slew_ps": 765,
        "finalMaxSlewViolations": 0,
    },
    "critical_path": {
        "crit_chain": "inv_1",
        "endpoint_required_time_on_the_critical_path_ps": 990,
        "ff2ff_path_depth": 1,
        "crit_path_start_kind": "flop",
        "crit_family": "flip-flops",
        "worstPathMaxFanout": 2,
        "register_to_register_path_setup_slack_ps": 650,
        "crit_type": "flop to flop",
        "r2r-end": "opClk",
        "worstReg2RegStart": "opClk",
        "crit_slowest_cell": "sky130_fd_sc_hd__dfxtp_1",
        "crit_path_max_incr_delay_ps": 300,
        "crit_buf_inv": 1,
        "crit_arrival_ps": 340,
        "critical_path_sink_type": "flop",
    },
    "yosys": {
        "synth_area_per_cell_um2": 10.8,
        "ys.flops": 30,
        "synth_seq_share_pct": 51.4,
        "yosysCellCount": 161,
        "enable_flop_cells": 29,
        "synth-main-ff-cell": "sky130_fd_sc_hd__edfxtp_1",
        "ys_warn_count": 5,
        "postSynth.asyncResetShare_pct": 0,
        "yosysChipArea_um2": 1730,
        "synthCells": 161,
        "synth.distinct_cells": 38,
        "mappedNetlistArea_um2": 1730,
    },
    "clock_network": {
        "cts.hold.buffers_added": 0,
        "worst_setup_hold_path_clk_slew_ps": 0,
        "cts_resized": 0,
        "cts_setup_buffers": 0,
        "worstSkewPairLatency_ps": 0,
    },
    "place": {
        "gp_congestion": 0.802,
        "hpwlAfterDp_um": 1880,
        "io_buffers": 6,
    },
    "die": {
        "fp.coreArea_um2": 4090,
        "die_h_um": 67.8,
        "initCoreUtil_pct": 42.4,
        "rows": 23,
        "area_of_the_chip_um2": 4600,
        "die_width_um": 67.8,
        "io_pins": 24,
    },
    "worst_hold_path": {
        "hold_path.class": "flop to flop",
        "holdPathEnd": "opClk",
        "timing.hold.worst_path_depth": 1,
        "min_from": "opClk",
    },
    "grt": {
        "number_of_antenna_violations_at_the_first_check_in_global_routing": 0,
        "grt_max_degree": 30,
        "grt_first_pass_wirelength_um": 4000,
        "first_global_vias": 862,
        "grt.total_usage_pct": 11.7,
        "global_route.overflow_total": 0,
    },
    "power_and_ir_drop": {
        "leakage_uw": 0.000685,
        "max-vdd-ir-drop_mv": 0.159,
        "power_density_nw_per_um2": 27.9,
    },
    "cells_and_area": {
        "layout.area.comb_um2": 712,
        "nFillCells": 377,
        "seqCellArea_um2": 891,
        "utilization_pct": 43.6,
        "layout-drive-gt1-share_pct": 3.66,
        "layout_top_cell": "sky130_fd_sc_hd__edfxtp_1",
        "final_layout_top_logic_cells": "29 x sky130_fd_sc_hd__edfxtp_1, 21 x sky130_fd_sc_hd__nor2_1, 17 x sky130_fd_sc_hd__conb_1",
        "area.growth.synth_to_final_pct": 2.74,
    },
    "run": {
        "tool_warnings": 34,
        "drv.max_cap_violation_count": 0,
    },
    "outcome": {
        "status": "completed",
    },
}
[cell type report]
class                   instances  share of cell area, %
well taps                      50                   3.51
inverters                      13                   2.74
multi-input cells             114                   40.0
flip-flops and latches         30                   50.0
repair buffers                  7                   3.79
[synthesized netlist by cell type, types with 3 or more instances]
cell type                  instances  area share, %
sky130_fd_sc_hd__a31oi_1           3            1.1
sky130_fd_sc_hd__nor3_1            4            1.2
sky130_fd_sc_hd__xnor2_1           4            2.0
sky130_fd_sc_hd__xor2_1           11            5.6
sky130_fd_sc_hd__a21oi_1           4            1.2
sky130_fd_sc_hd__buf_4            16            6.9
sky130_fd_sc_hd__nand3_1           8            2.3
sky130_fd_sc_hd__nand2_1           9            1.9
sky130_fd_sc_hd__inv_1            12            2.6
sky130_fd_sc_hd__edfxtp_1         29             50
sky130_fd_sc_hd__nor2b_1           3            1.1
sky130_fd_sc_hd__ha_1              7            5.1
sky130_fd_sc_hd__nor2_1           21            4.5
[sequential cells by signal, summed over array words and instances, names as in the netlist]
name	count
bitsToReceive	8
bitsToSend	6
counter	8
opClk	1
ready	1
sdClk	1
sdCs	1
sdMosi	1
state	3
[per-layer routing]
layer,wire [µm],vias to the layer above,global-route usage (%)
met4,0,0,0
met1,1240,483,20.9
met3,87,0,0.676
met5,0,-,0
li1,-,537,-
met2,1150,24,17.9
[per-stage QoR]
stage	total power (µW)	setup WS [ps]	cells	instance area, µm²
2_1_floorplan	80.0	273	177	1790
3_3_place_gp	51.7	647	214	1780
3_5_place_dp	50.7	648	214	1780
4_1_cts	50.8	648	214	1780
5_1_grt	53.6	643	214	1780
6_report	49.8	649	214	1780
[worst max path at each step]
stage / end / start / depth (start not counted)
final: opClk / opClk / 1
after global routing: opClk / opClk / 1
after CTS: opClk / opClk / 1
[cells by family (layout without fill, tap and decap cells)]
kind of cell | count (synthesis) | after routing | synth area share (%)
other | 1 | 17 | 0.216
AOI/OAI and AO/OA | 18 | 18 | 8.66
xor gates and xnor gates | 15 | 15 | 7.58
and+or+nand+nor | 57 | 57 | 16.1
adders and majority gates | 7 | 7 | 5.05
buffers and inverters | 33 | 20 | 11.0
DFF | 30 | 30 | 51.4
[where the power goes]
part           internal [µW]  switching [µW]
sequential              37.7               0
clock                      0               0
combinational           6.80            5.33
total                   44.5            5.33
No activity file was given, so power comes from the tool's default toggle rates.
