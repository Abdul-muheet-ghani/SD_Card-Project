===== flow/run.sh =====
#!/bin/bash
# OpenROAD 26Q1-2900-gdf79404cd8, Yosys 0.63+post, stock flow scripts
make -C /OpenROAD-flow-scripts/flow DESIGN_CONFIG=/design/flow/config.mk WORK_HOME=/design/flow/orfs finish

===== flow/config.mk =====
export PLATFORM = sky130hd
export DESIGN_NAME = top_module
export DESIGN_NICKNAME = top_module
export VERILOG_FILES = /design/flow/design.v
export SDC_FILE = /design/flow/constraint.sdc
export NUM_CORES = 4
export LEC_CHECK = 1
export CORE_UTILIZATION = 30

===== flow/constraint.sdc =====
current_design top_module

set clk_period 4.3
set clk_io_pct 0.2

create_clock -name clk0 -period $clk_period [get_ports {clk}]

set non_clock_inputs [all_inputs -no_clocks]
set_input_delay [expr $clk_period * $clk_io_pct] -clock clk0 $non_clock_inputs
set_output_delay [expr $clk_period * $clk_io_pct] -clock clk0 [all_outputs]

===== flow/design.v =====
module top_module (
    input wire clk,
    input wire miso, 
    output wire mosi, 
    output wire sck,
    output wire cs
);
    wire [7:0] data_read;
    reg enable = 0;
    reg [1:0] cmd_index = 0;
    reg highspeed = 0;
    reg [7:0] data_out = 0;
    reg [7:0] data_read_buf = 0;
    wire cmd_done;
    spi_module my_spi (
        .clk(clk),
        .enable(enable),
        .highspeed(highspeed),
        .cmd_index(cmd_index),
        .miso(miso),
        .mosi(mosi),
        .cs(cs),
        .sck(sck),
        .data_out(data_out),
        .data_read(data_read),
        .cmd_done(cmd_done)
    );
    localparam STATE_INIT = 0;
    localparam STATE_SEND_CLOCK_PULSES = 1;
    localparam STATE_SEND_CMD0 = 2;
    localparam STATE_SEND_CMD8 = 3;
    localparam STATE_SEND_CMD55 = 4;
    localparam STATE_SEND_CMD41 = 5;
    localparam STATE_SEND_CMD58 = 6;
    localparam STATE_SEND_SD_COMMAND = 7;
    localparam STATE_WAIT_FOR_START = 8;
    localparam STATE_WAIT_FOR_COMPLETE = 9;
    localparam STATE_WAIT_FOR_RESPONSE = 10;
    reg [3:0] state = STATE_INIT;
    reg [3:0] returnState = STATE_INIT;
    reg [3:0] sdReturnState = STATE_INIT;
    reg [47:0] sdCommandToSend = 48'h000000000000;
    reg [2:0] byteCounter = 0;
    reg [7:0] dummyClocksCounter = 0;
    always @(posedge clk) begin
        case (state)
            STATE_INIT: begin
                highspeed <= 1'b0;
                cmd_index <= 2'b00;
                state <= STATE_WAIT_FOR_START;
                returnState <= STATE_SEND_CLOCK_PULSES;
            end
            STATE_SEND_CLOCK_PULSES: begin
                dummyClocksCounter <= dummyClocksCounter + 1;
                if (dummyClocksCounter > 100) begin
                    cmd_index <= 2'b01;
                    returnState <= STATE_SEND_CMD0;
                end else begin
                    cmd_index <= 2'b10;
                    returnState <= STATE_SEND_CLOCK_PULSES;
                end
                data_out <= 8'hFF;
                state <= STATE_WAIT_FOR_START;
            end
            STATE_SEND_CMD0: begin
                sdCommandToSend <= 48'h400000000000;
                sdReturnState <= STATE_SEND_CMD8;
                returnState <= STATE_SEND_SD_COMMAND;
                state <= STATE_WAIT_FOR_START;
                cmd_index <= 2'b01;
            end
            STATE_SEND_SD_COMMAND: begin
                byteCounter <= byteCounter + 1;
                cmd_index <= 2'b10;
                if (byteCounter == 6) begin
                    data_out <= 8'hFF;
                    byteCounter <= 0;
                    state <= STATE_WAIT_FOR_START;
                    returnState <= STATE_WAIT_FOR_RESPONSE;
                end else begin
                    data_out <= sdCommandToSend[byteCounter * 8 +: 8];
                    state <= STATE_WAIT_FOR_START;
                    returnState <= STATE_SEND_SD_COMMAND;
                end
            end
            STATE_WAIT_FOR_RESPONSE: begin
                if (data_read_buf[0] == 1'h1) begin
                    returnState <= sdReturnState;
                    cmd_index <= 2'b01;
                end else begin
                    data_out <= 8'hFF;
                    cmd_index <= 2'b10;
                end
                state <= STATE_WAIT_FOR_START;
            end
            STATE_WAIT_FOR_START: begin
                enable <= 1'b1;
                if (~cmd_done) begin
                    state <= STATE_WAIT_FOR_COMPLETE;
                end
            end
            STATE_WAIT_FOR_COMPLETE: begin
                if (cmd_done) begin
                    state <= returnState;
                end
            end
        endcase
    end
endmodule
module spi_module (
    input wire clk,
    input wire enable,
    input wire highspeed,
    input wire [1:0] cmd_index,
    input wire miso,
    output reg mosi = 1'b0,
    output reg cs = 1'b1,
    output reg sck = 1'b0,
    input wire [7:0] data_out,
    output reg [7:0] data_read,
    output reg cmd_done = 1'b0
);
    localparam IDLE = 3'b000, START = 3'b001, STOP = 3'b010, TRANSFER = 3'b011, DONE = 3'b100;
    reg [2:0] state = IDLE;
    reg [3:0] bit_counter = 4'b0;
    reg [7:0] data_out_reg = 8'b0;
    reg [6:0] clk_div_counter = 7'b0;
    reg spi_clk_reg = 1'b0;
    always @(posedge clk) begin
        if (highspeed) begin
            clk_div_counter <= 7'b0;
            spi_clk_reg <= clk;
        end else begin
            if (clk_div_counter < 80 - 1) begin
                clk_div_counter <= clk_div_counter + 1;
            end else begin
                clk_div_counter <= 7'b0;
                spi_clk_reg <= ~spi_clk_reg;
            end
        end
    end
    always @(posedge spi_clk_reg) begin
        case (state)
            IDLE: begin
                if (enable) begin
                    cmd_done <= 1'b0;
                    sck <= 1'b0;  
                    state <= cmd_index + 1;
                    bit_counter <= 4'h8;
                    data_out_reg <= data_out;
                end
            end
            START: begin
                cs <= 1'b0;  
                state <= DONE;
            end
            STOP: begin
                cs <= 1'b1;  
                state <= DONE;
            end
            TRANSFER: begin
                if (bit_counter == 4'h0) begin
                    state <= DONE;
                end else begin
                    if (~sck) begin
                        mosi <= data_out_reg[7];
                        data_out_reg <= {data_out_reg[6:0], 1'b0};
                    end else begin
                        data_read <= {data_read[6:0], miso};
                        bit_counter <= bit_counter - 1;
                    end
                    sck <= ~sck;  
                end
            end
            DONE: begin
                cmd_done <= 1'b1;
                if (!enable) begin
                    state <= IDLE;
                end
            end
            default: begin
                state <= IDLE;
            end
        endcase
    end
endmodule

==> results_slide.txt <==
Flow Results at a Glance

Run status
  • Status: completed

Clock network
  • H-tree Lvls: 2
  • Root Driver: clkbuf_8
  • Worst-path clk slew: 0.07 ns
  • Clock buffer depth: 2
  • Post-CTS Resized: 0
  • Clk latency late pin: 0.28 ns
  • CTS tree: built
  • Clock buffer count from CTS: 5
  • Hold Buf Count CTS: 0
  • Buffers inserted by post-CTS timing repair: 0

Timing
  • Fin crit period: 1.879 ns
  • Slew Limit Fails: 0
  • Total negative slack: 0 ns
  • Smallest hold slack: 0.4560 ns
  • Slew Limit Headroom: 52.02%
  • Register pins left without a clock: 19
  • Final Skew: 0.01034 ns
  • Tightest Pin Transition: 0.7158 ns
  • Tcrit/Tclk final: 43.69%
  • Final hold violations: 0
  • Final setup vio count: 0
  • Max frequency: 532.2 MHz
  • RSZ-0062 raised after global routing: false
  • Endpoints left unconstrained: 41

Yosys
  • Synth unique cells: 41
  • Post-synth EDFFs: 45
  • Synth Seq Share: 61.70%
  • Top cells by area: edfxtp_1 56%, dfxtp_1 5.8%, ha_1 3.6%
  • Flops after synth: 52
  • Adder share: 3.623%
  • Mux area share: 0.4658%
  • Synth Instances: 202
  • Yosys aoi share: 6.418%
  • Yosys simple share: 18.27%
  • Comb area leader: simple AND/OR/NAND/NOR gates
  • XOR-XNOR Cells, Area Fraction: 5.797%
  • Async SR Flop Fraction: 0%
  • Top_reg_cell synth: edfxtp_1
  • Post-Syn Area: 0.002417 sq mm
  • Top cell area share: 55.90%
  • Post-Syn Area per Cell: 11.97 sq um
  • Yosys stat cell total: 202
  • Synth Warn #: 2
  • Synth area leader: edfxtp_1
  • Area reported by Yosys stat: 0.002417 sq mm

Worst setup path
  • Setup crit start kind: flop
  • Worst Path Max Fanout: 10
  • Req. time, crit path: 4.38 ns
  • Worst r2r src: state[3]$_DFFE_PP_
  • Worst setup startpoint: state[3]$_DFFE_PP_
  • Critical Path Sink: cmd_index[1]$_DFFE_PP_
  • R2R setup slack: 2.42 ns
  • Kind of critical path: reg -> reg
  • CP Capture Type: flop
  • Worst Path Arrival: 1.96 ns
  • Critical R2R Capture: cmd_index[1]$_DFFE_PP_
  • R2R depth: 4

Worst hold path
  • Hold WC Path Type: reg -> reg

Floorplan
  • Num rows: 32
  • DIE WIDTH: 91.77 microns
  • Die ar.: 0.008421 sq mm
  • Io pins: 5
  • Core Region: 0.007767 sq mm
  • Die Y: 91.77 microns
  • Floorplan core density: 31.12%

GRT
  • First-pass GRT wire length: 5485 microns
  • Largest net degree at the start of global routing: 21
  • GRT Total Usage: 8.190%
  • Number of global-route vias before repair: 1270
  • Initial antenna violation count: 0
  • Remaining Overflow, GRT: 0

Cells and area
  • Logic cell area: 843.3 sq um
  • Share of cells above drive strength 1: 7.212%
  • Register area: 0.001491 sq mm
  • Final Util: 33.83%
  • Synthesis-to-layout area growth: 8.696%
  • Filler cells: 784
  • Final std cells w/o fill: 310
  • Top Layout Cells: 45 x edfxtp_1, 22 x nor2_1, 20 x nand2_1
  • Commonest Layout Cell: edfxtp_1

Power and ir drop
  • Int Power: 0.4703 mW
  • Comb pwr share: 0.1%
  • Power Total: 0.5723 mW
  • Power Density: 217.8 mW/mm^2
  • Sw Ratio: 17.83%
  • Sequential Power Share: 59.4%
  • P_sw: 0.1020 mW
  • Worst ir drop on vdd: 0.1305 mV
  • Clock share of power: 40.5%
  • Leakage: 1.011 nW

Routing
  • Routed Antenna Nets: 0
  • Via count: 1335
  • Initial DRC count: 50
  • Wire per inst: 9.948 microns
  • Post-route DRC violation count: 0
  • Ant diodes: 0
  • DRT Wirelength: 3084 microns
  • Vias per Instance: 4.306
  • Detailed Routing Iterations Pass 1: 4

Placement
  • Final Wtd Congestion: 0.7899
  • Port Buf Inserts: 3
  • Placed cells: 302
  • HPWL after DPL: 2292 microns

Run
  • Max-cap check violation count: 0
  • OpenROAD warnings: 28
-- per-stage QoR --
| step | area, sq um | setup WS (ns) |
|---|---|---|
| CTS | 2628 | 2.391 |
| global route | 2628 | 2.259 |
| finish | 2628 | 2.421 |
| detailed placement | 2537 | 2.399 |
| global placement | 2537 | 2.432 |
| floorplan | 2421 | 2.713 |
-- worst min-delay path by stage --
stage / cells past startpoint / end / from
4_1_cts: 1 / my_spi.clk_div_counter[5]$_SDFF_PP0_ / my_spi.clk_div_counter[6]$_SDFF_PP0_
5_1_grt: 1 / my_spi.clk_div_counter[5]$_SDFF_PP0_ / my_spi.clk_div_counter[6]$_SDFF_PP0_
6_report: 1 / my_spi.clk_div_counter[5]$_SDFF_PP0_ / my_spi.clk_div_counter[6]$_SDFF_PP0_
-- critical path, cell delays in order, from the launching register on --
cell	delay, ns
edfxtp_1	0.49
nand2b_4	0.20
nor3_2	0.56
inv_1	0.09
o311ai_1	0.33
-- kinds of logic (layout without fill, tap and decap cells) --
kind of cell | after synthesis | after routing
simple gates | 84 | 84
mux | 1 | 1
buf+inv | 17 | 22
xor+xnor | 16 | 16
fa+ha+maj | 7 | 7
flops | 52 | 52
compound gates | 24 | 24
other cells | 1 | 2
-- synthesized netlist by cell type (2+ instances only) --
cell       n
nand2b_1   6
dfxtp_1    7
inv_1     10
ha_1       7
buf_4      3
o21ai_0    6
nor3_1     6
xnor2_1   10
nand3b_1   2
nor2_1    22
o21ai_1    2
xor2_1     6
a21oi_1    4
a21o_1     7
buf_2      3
nor2b_1    3
and2_1     5
edfxtp_1  45
and3_1     2
nand2_1   20
nand3_1    5
nand4_1    2
-- routing by layer --
layer | GRT usage [%] | vias up | wire, microns
met4 | 0.7813 | 0 | 27
met3 | 1.350 | 3 | 65
met2 | 13.60 | 9 | 1381
met1 | 12.39 | 611 | 1609
li1 | - | 712 | -
met5 | 0 | - | 0
-- power groups by stage --
stage	combinational (mW)	sequential [mW]	clock, mW
after CTS	0.000513	0.340	0.242
after global routing	0.000629	0.340	0.254
final	0.000507	0.340	0.232
-- layout make-up --
type | count | area share, %
sequential | 52 | 56.76
multi-input combinational | 134 | 32.10
tap | 102 | 4.857
clock buffer | 8 | 3.429
timing repair buffer | 4 | 1.429
inverter | 10 | 1.429
Power is estimated from default activity; no workload was simulated.
